## design/flow/run.sh

```bash
#!/bin/bash
# OpenROAD 26Q1-2900-gdf79404cd8, Yosys 0.63+post, stock flow scripts
make -C /OpenROAD-flow-scripts/flow DESIGN_CONFIG=/design/flow/config.mk WORK_HOME=/design/flow/orfs finish
```

## design/flow/design.v

```verilog
module traffic_light (clk, rst, pass, R, G, Y);
input clk, rst, pass;
output reg R;
output reg G;
output reg Y;
reg [2:0] state;  
reg [10:0] cycle;  
always@(posedge clk or posedge rst) begin  
  if (rst) begin
      R <= 0;
      G <= 1;
      Y <= 0;
      state <= 3'd0;
      cycle <= 11'd1;
  end
  else if (pass) begin
      if (state != 3'd0) begin
        R <= 0;
        G <= 1;
        Y <= 0;
        state <= 3'd0;
        cycle <= 11'd1;
      end
      else cycle <= cycle + 11'd1;
  end
  else begin
    cycle <= cycle + 11'd1;
    if (state == 3'd0) begin  
      R <= 0;
      G <= 1;
      Y <= 0;
      if (cycle == 11'd1023) begin
        state <= 3'd1;
        cycle <= 11'd0;
      end
    end
    else if (state == 3'd1) begin  
      R <= 0;
      G <= 0;
      Y <= 0;
      if (cycle == 11'd127) begin
        state <= 3 'd2;
        cycle <= 11'd0;
      end
    end
    else if (state == 3'd2) begin  
      R <= 0;
      G <= 1;
      Y <= 0;
      if (cycle == 11'd127) begin
        state <= 3'd3;
        cycle <= 11'd0;
      end
    end
    else if (state == 3'd3) begin  
      R <= 0;
      G <= 0;
      Y <= 0;
      if (cycle == 11'd127) begin
        state <= 3'd4;
        cycle <= 11'd0;
      end
    end
    else if (state == 3'd4) begin  
      R <= 0;
      G <= 1;
      Y <= 0;
      if (cycle == 11'd127) begin
        state <= 3'd5;
        cycle <= 11'd0;
      end
    end
    else if (state == 3'd5) begin  
      R <= 0;
      G <= 0;
      Y <= 1;
      if (cycle == 11'd511) begin
        state <= 3'd6;
        cycle <= 11'd0;
      end
    end
    else if (state == 3'd6) begin  
      R <= 1;
      G <= 0;
      Y <= 0;
      if (cycle == 11'd1023) begin
        state <= 3'd0;
        cycle <= 11'd0;
      end
    end
  end
end
endmodule
```

## design/flow/constraint.sdc

```tcl
current_design traffic_light

set clk_period 2.6
set clk_io_pct 0.2

create_clock -name clk0 -period $clk_period [get_ports {clk}]

set non_clock_inputs [all_inputs -no_clocks]
set_input_delay [expr $clk_period * $clk_io_pct] -clock clk0 $non_clock_inputs
set_output_delay [expr $clk_period * $clk_io_pct] -clock clk0 [all_outputs]
```

## design/flow/config.mk

```make
export PLATFORM = sky130hd
export DESIGN_NAME = traffic_light
export DESIGN_NICKNAME = traffic_light
export VERILOG_FILES = /design/flow/design.v
export SDC_FILE = /design/flow/constraint.sdc
export NUM_CORES = 4
export LEC_CHECK = 1
export CORE_AREA = 10 10 82 82
export DIE_AREA = 0 0 92 92
```

==> results.tsv <==
metric	value	unit
startpoint type of the worst setup path	flop	
Crit path arrival time	2400	ps
global-route wire length before repair	4.38	mm
buffers from clock root to sink, at most	2	
count of synthesis-stage warnings from yosys	1	
number of warnings the tools reported	25	
per-cell via count in the routed design	4.67	
endpoint class of the critical path	flop	
max-slew violation count	0	
number of placed I/O pins	6	
CTS HTree Levels	1	
clock tree from TritonCTS	yes	
cell area reported after detailed placement	1250	sq um
number of nets with antenna violations after routing	0	
Critical Path, Cell by Cell	ha_1, nand2_1, nor4_1, o22ai_1, a21oi_4, o32ai_1	
total inserted antenna cells	0	
maximum fanout along the worst path	8	
post-route standard cell area excluding fillers	1290	sq um
CTS hold repair buffers	0	
netlist area before placement	1100	sq um
Remaining DRCs	0	
DIE AREA	8460	sq um
CTS resizes	0	
maximum operating frequency	440	MHz
number of port buffers	5	
drt first-iter violations	31	
final-layout setup total negative slack	0	ps
global placement routability congestion	0.826	
number of distinct library cell variants in the gate-level netlist after synthesis	41	
async set-reset flop share out of synthesis	100	%
row count	26	
Tmin final	2270	ps
Area growth syn-to-layout	17.0	%
core utilization before placement	21.8	%
Top FF cell, synth	sky130_fd_sc_hd__dfrtp_1	
DR pass1 iterations	4	
Seq/Total Area, Yosys	38.7	%
Clock Pin Slew Worst Setup and Hold Paths	70	ps
worst IR drop on VDD	216	uV
number of synthesized flops with an enable pin	0	
cell count after synthesis	130	
outcome	completed	
antenna violations before repair	0	
worst slew margin relative to its limit	55.7	%
insertion delay to the later sink of the worst-skew pair	260	ps
largest net degree at the start of global routing	18	
post-route fraction of the period consumed by the critical path	87.5	%
number of fillers in the final layout	565	
number of sinks handled by clock tree synthesis	17	
P per Cell Area	760	nW/um^2
buffers inserted during post-CTS setup optimization	0	
type of the setup path with the least slack	reg -> reg	
vias in the first global route	924	
delay contributed by the slowest stage of the critical path	560	ps
max-capacitance violation count	0	
yosys cell count	130	
final routed wirelength across all metal layers	2.55	mm
Clock Root Buffer	sky130_fd_sc_hd__clkbuf_8	
wire length per cell after detailed routing	12.3	um
Leakage Power	0.000506	uW
die extent in x	92	um
placeable core region	5070	sq um
Setup Viol. Count Final	0	
HP Class	reg -> reg	
final hold vios	0	
transition time of the tightest slew-check pin	664	ps
combined buffer and inverter count along the critical path	0	
TritonCTS Buffers	3	
Avg Synthesized Cell Area	8.50	sq um
Placed Cells	203	
aggregate global-route resource usage	6.16	%
vias after detailed routing	967	
Remaining Overflow, GRT	0	
final setup skew	8.40	ps
final worst hold slack	566	ps
detailed placer's ending HPWL	1.81	mm
Yosys Chip Area	1100	sq um
post-route non-filler standard cell count	207	
required time reported for the critical path endpoint	2730	ps
fraction of layout cells with a size suffix above 1	13.1	%
RSZ-0062 raised after global routing	false	
ys flops	17	
CP max-delay cell	sky130_fd_sc_hd__dfstp_2	
height of the die	92	um
Largest delay share family, worst path	AND-OR/OR-AND gates	
[per-stage QoR]
step	utilization (%)	total power (uW)	setup slack, ps
floorplan	-	684	541
global placement	24.6	780	335
detailed placement	24.6	782	328
CTS	25.5	993	371
global route	25.5	1060	179
finish	25.5	983	326
[worst register-to-register path, stage by stage (launching register included)]
cell,delay (ps)
sky130_fd_sc_hd__dfstp_2,560
sky130_fd_sc_hd__ha_1,250
sky130_fd_sc_hd__nand2_1,130
sky130_fd_sc_hd__nor4_1,530
sky130_fd_sc_hd__o22ai_1,240
sky130_fd_sc_hd__a21oi_4,310
sky130_fd_sc_hd__o32ai_1,130
[kinds of logic after synthesis]
kind of cell / count (synthesis) / share of synthesized area [%]
compound gates: 30 / 19.1
xor+xnor: 8 / 6.34
fa+ha+maj: 2 / 2.15
buf+inv: 12 / 4.30
flops: 17 / 38.7
mux: 2 / 1.81
simple gates: 59 / 27.5
[layer usage]
layer	global-route usage [%]	wire, um	up-vias
li1	-	-	480
met1	8.94	1340	467
met2	9.29	1080	18
met3	1.65	107	2
met4	0.643	24	0
met5	0	0	-
[layout by cell type (no fill, tap or decap), drive strengths merged, types with 3 or more instances in the layout]
| cell | instances |
|---|---|
| nand3 | 7 |
| xnor2 | 5 |
| dfrtp | 15 |
| a21oi | 8 |
| nand2 | 13 |
| nor2 | 17 |
| clkdlybuf4s50 | 5 |
| clkbuf | 4 |
| a21o | 3 |
| xor2 | 3 |
| nor2b | 3 |
| o21ai | 7 |
| buf | 4 |
| inv | 6 |
[cell usage after synthesis, types with 3 or more instances]
master / instances / share of area (%)
sky130_fd_sc_hd__a21o_1: 3 / 2.0
sky130_fd_sc_hd__nand3_1: 7 / 3.2
sky130_fd_sc_hd__o21ai_0: 6 / 2.7
sky130_fd_sc_hd__dfrtp_1: 15 / 34
sky130_fd_sc_hd__nor2_1: 17 / 5.8
sky130_fd_sc_hd__clkbuf_1: 3 / 1.0
sky130_fd_sc_hd__xor2_1: 3 / 2.4
sky130_fd_sc_hd__a21oi_1: 7 / 3.2
sky130_fd_sc_hd__nor2b_1: 3 / 1.7
sky130_fd_sc_hd__inv_1: 6 / 2.0
sky130_fd_sc_hd__xnor2_1: 5 / 4.0
sky130_fd_sc_hd__nand2_1: 13 / 4.4
[worst paths after layout]
| check | from | end | slack [ps] | depth (start not counted) |
|---|---|---|---|---|
| worst max-delay path | cycle[0] | state[0] | 330 | 6 |
| min in group asynchronous | rst | cycle[10] | 660 | 2 |
| worst min-delay path | Y | Y | 570 | 2 |
| worst max register to register | cycle[0] | state[0] | 330 | 6 |
| max in group asynchronous | rst | cycle[6] | 1510 | 2 |
| worst min register to register | Y | Y | 570 | 2 |
[area by class of cell]
cell class	count	area [sq um]	area share [%]
timing repair buffer	9	80.1	6.20
clock buffer	4	45.0	3.48
multi-input combinational	101	629	48.7
sequential	17	428	33.1
tap	70	87.6	6.78
inverter	6	22.5	1.74
[power breakdown]
part	switching, uW	total [uW]	internal [uW]
logic	232	400	169
clock network	93.2	202	109
registers	60.4	381	320
total	385	983	598
[flip-flops by register name, indices dropped and copies added, names as in the netlist]
signal / flops
Y: 1
state: 3
G: 1
cycle: 11
R: 1
No activity file was given, so power comes from the tool's default toggle rates.
